==> flow/design.v <==
module items (let5, let4, let3, let2, let1, let0, upc);
	input  logic [2:0] upc;
	output logic [6:0] let5, let4, let3, let2, let1, let0;
	always_comb begin
		case (upc)
			3'b000: begin let5 = 7'b0010010; let4 = 7'b0001001; let3 = 7'b1111001; let2 = 7'b0101111; let1 = 7'b0000111; let0 = 7'b1111111; end  
			3'b001: begin let5 = 7'b0001000; let4 = 7'b0001100; let3 = 7'b0001100; let2 = 7'b1000111; let1 = 7'b0000110; let0 = 7'b1111111; end  
			3'b011: begin let5 = 7'b0000000; let4 = 7'b0001000; let3 = 7'b1000111; let2 = 7'b1000111; let1 = 7'b1111111; let0 = 7'b1111111; end  
			3'b100: begin let5 = 7'b0000010; let4 = 7'b1000111; let3 = 7'b0001000; let2 = 7'b0010010; let1 = 7'b0010010; let0 = 7'b1111111; end  
			3'b101: begin let5 = 7'b0000000; let4 = 7'b0000110; let3 = 7'b1000111; let2 = 7'b0000111; let1 = 7'b1111111; let0 = 7'b1111111; end  
			3'b110: begin let5 = 7'b0101111; let4 = 7'b1000000; let3 = 7'b0001100; let2 = 7'b0000110; let1 = 7'b1111111; let0 = 7'b1111111; end  
			default: begin let5 = 7'bX; let4 = 7'bX; let3 = 7'bX; let2 = 7'bX; let1 = 7'bX; let0 = 7'bX; end
		endcase
	end
endmodule 
module items_testbench();
	logic  let5, let4, let3, let2, let1, let0;
	logic [2:0] upc;
   items dut (.let5, .let4, .let3, .let2, .let1, .let0, .upc);
   integer i;
   initial begin
      for(i = 0; i < 8; i++) begin
         upc[2:0] = i; #10;
      end
   end
endmodule 
==> flow/run.sh <==
#!/bin/bash
# OpenROAD 26Q1-2900-gdf79404cd8, Yosys 0.63+post, stock flow scripts
make -C /OpenROAD-flow-scripts/flow DESIGN_CONFIG=/design/flow/config.mk WORK_HOME=/design/flow/orfs finish
==> flow/config.mk <==
export PLATFORM = sky130hd
export DESIGN_NAME = items
export DESIGN_NICKNAME = items
export VERILOG_FILES = /design/flow/design.v
export SDC_FILE = /design/flow/constraint.sdc
export NUM_CORES = 4
export LEC_CHECK = 1
export CORE_AREA = 10 10 70 70
export DIE_AREA = 0 0 80 80
==> flow/constraint.sdc <==
current_design items

set clk_period 1.5
set clk_io_pct 0.2

create_clock -name clk0 -period $clk_period

set non_clock_inputs [all_inputs -no_clocks]
set_input_delay [expr $clk_period * $clk_io_pct] -clock clk0 $non_clock_inputs
set_output_delay [expr $clk_period * $clk_io_pct] -clock clk0 [all_outputs]
==> summary.txt <==
Flow results are below.

- The worst setup path is captured at an output port.
- The internal power component is 0.000124 W, for reference.
- Endpoints with negative setup slack in the final report add up to 0.
- As logged by OpenROAD, the buffers inserted on ports number 33.
- The worst path uses 97.8% of the clock period.
- The maximum clock frequency is 681 MHz, for reference.
- Checking hold timing, the worst path is listed with class in2out.
- The via count of the first global-routing pass is between 400 and 500, for reference.
- According to the timing report, the arrival time at the worst endpoint equals 1.17 ns.
- Dividing total power by cell area gives a power density of 239 nW/um^2.
- The number of filler instances in the final layout is 373, for reference.
- According to the floorplan log, the row count is 21.
- Before any placement, the netlist area is recorded as around 350 um^2.
- The core outline area is about 3400 um^2, for reference.
- The average wire length per cell after detail routing is 10.2 um, for reference.
- The horizontal extent of the die is 80 um, for reference.
- The overall fraction of global-route tracks in use is under 10%, for reference.
- The number of distinct library cell variants in the gate-level netlist after synthesis is 18, for reference.
- From bottom edge to top edge, the die measures 80 um.
- The total half-perimeter wirelength after legalization and detailed placement is around 1.1 mm, for reference.
- The max-slew violation count is 0, for reference.
- The total leakage power is 0.435 nW, for reference.
- The final layout report lists a clock buffer count of 0.
- Of the total power, the clock network draws 0%.
- The worst VDD IR drop from the latest analysis is 0.0891 mV.
- The switching power is about 0.000061 W, for reference.
- The first global-routing pass estimated a little over 2 mm of wire.
- In this run the maximum-capacitance check reported violations numbering 0.
- The yosys-reported design area after synthesis is 345 um^2, for reference.
- After synthesis, the design contains ~54 cells according to Yosys.
- The flow reports that combinational logic draws 100.0% of the design power.
- The flop count is 0, for reference.
- The number of antenna violations at the first check in global routing came to 0.
- The sequential cells in the finished layout cover a total of 0 um^2.
- Entering global routing, the biggest net connects 8 pins.
- The number of standard cells in the final layout excluding fillers is roughly 140, for reference.
- The share of the core area taken by cells at floorplan is around 10%.
- A synthesized cell averages 6.40 um^2.
- Per the GRT congestion report, total overflow comes to 0.
- The post-synthesis to final-layout area growth is 125%, for reference.
- Looking at area per cell type in the netlist, the leader is buf_4.
- Counting instances, the worst hold path has a depth of 4.
- The startpoint of the most critical setup path is upc[1], for reference.
- The residual DRC count is 0, for reference.
- The portion of total power attributed to sequential cells is 0%, for reference.
- Leaving out fill and tap cells, the most frequent cells in the layout are 23 x dlygate4sd2_1, 12 x conb_1, 12 x buf_4, 9 x buf_6.
- Using the TritonRoute via totals, the vias-per-cell ratio works out to between 3 and 4.
- Summed over all layers, the routed wires come to approximately 1.4 mm.
- For this run, the number of Yosys warnings is 1.
- After routing, the total negative slack on setup checks comes to 0 ns.
- The critical path launch point type is an input port, for reference.
- The number of instances in the synthesized netlist is 54, for reference.
- The flow ran to the end, and the final reports show no timing, DRC or antenna violations.
- The library cell used most frequently in the layout, excluding fill and tap cells, is dlygate4sd2_1.
- The number of instances in the placed design is 127, for reference.
- The layout summary lists the proportion of cells stronger than drive strength 1 as 34.0%.
- Summing over the stages, the warning tally comes to 32.
- After the first detailed-routing iteration, the DRC count stood at 3.
- The share of the synthesized area in the top cell type is 45.7%, for reference.
- The final RePlAce weighted congestion is 0.705, for reference.
- The kind of critical path is in2out, for reference.
- The clock period minus worst slack is about 1.5 ns, for reference.
- The sequential element share of the synthesized area is 0%, for reference.
- The critical path endpoint has a required time of 1.20 ns.
- In this run the remaining antenna-violating nets after routing total 0.
- By area the synthesized netlist is led by buf_4 46%, nand2b_1 7.2%, o21ai_0 5.8%, xnor2_1 5.1%, nand2_1 4.3%.
- The antenna diode count is 0, for reference.
- The I/O pin total is 45, for reference.
- The switching portion of total power is 32.8%, for reference.
- The origin of the worst min-delay path is upc[1], for reference.
- The number of optimization iterations in the first detailed-route pass is 2, for reference.
- The critical-path maximum fanout is 5, for reference.
- The overall via count from detail_route is 434, for reference.
- The die outline area is 6400 um^2, for reference.
- The number of failing hold endpoints at the final stage is 0, for reference.
## routing by layer
metal / share of wire (%) / GRT usage, % / vias to the layer above
met3: 18 / 2.84 / 0
met4: 0 / 0 / 0
li1: - / - / 217
met5: 0 / 0 / -
met2: 42 / 6.10 / 29
met1: 40 / 4.23 / 188
## cell families (layout without fill, tap and decap cells)
kind of cell	count (synthesis)	after routing	share of synthesized area (%)
xor+xnor	3	3	7.61
simple gates	16	16	23.9
compound gates	7	7	13.0
other cells	2	12	2.17
mux	1	1	2.90
buf+inv	25	55	50.4
## Yosys cell counts
library cell,instances
buf_4,21
nand2_1,4
nand2b_1,4
o21ai_0,4
inv_1,3
nor2_1,3
and2_1,2
conb_1,2
xnor2_1,2
a21bo_2,1
a21o_1,1
buf_2,1
mux2i_1,1
nand3_1,1
nand3b_1,1
nor2b_1,1
o21a_1,1
xor2_1,1
## critical path: stages
cell           delay, ns
buf_6               0.10
buf_6               0.11
buf_6               0.12
buf_4               0.13
o21a_1              0.17
dlygate4sd2_1       0.24
## power by group through the flow
| stage | sequential, W | clock [W] | combinational [W] |
|---|---|---|---|
| 4_1_cts | 0 | 0 | 0.000189 |
| 5_1_grt | 0 | 0 | 0.000207 |
| 6_report | 0 | 0 | 0.000185 |
## final timing paths
kind,end,slack [ns]
hold / removal,let4[3],0.90
setup / recovery,let3[6],0.03
## layout make-up
type,count,area (um^2),share of cell area (%)
Tap cell,46,57.6,7.42
Timing Repair Buffer,52,460,59.4
Multi-Input combinational cell,39,246,31.8
Inverter,3,11.3,1.45
## per-stage QoR
step	hold slack, ns	instance area, um^2	total power (W)	utilization [%]	worst slack, ns
6_report	0.905	776	0.000185	22.7	0.0323
5_1_grt	0.943	776	0.000207	22.7	-0.000478
4_1_cts	1.08	768	0.000189	22.5	0.00815
3_5_place_dp	1.67	653	0.000175	19.1	-0.578
3_3_place_gp	1.65	653	0.000176	19.1	-0.563
2_1_floorplan	0.669	383	0.0000794	-	0.361
## repair_timing
| action | in CTS | in global routing |
|---|---|---|
| resized | 67 | 2 |
| gates cloned | 2 | 0 |
| setup buffers | 10 | 2 |
| pin swaps | 7 | 0 |
| endpoints found under the setup margin | 30 | 9 |
| hold buffers | 0 | 0 |
Power and IR drop assume default switching activity.
