## flow/design.v

```verilog
module compare (reset, hex0, hex1, hex2, hex3, hi0, hi1, hi2, hi3, out0, out1, out2, out3); 
	input logic reset;
	input logic [3:0] hex0, hex1, hex2, hex3, hi0, hi1, hi2, hi3;
	output logic [3:0] out0, out1, out2, out3;
	always_comb begin
		if (reset) begin
			out3 = 1'b0000;
			out2 = 1'b0000;
			out1 = 1'b0000;
			out0 = 1'b0000;
		end
		else begin
			if((hex3 > hi3) | 
			  ((hex3 == hi3) & (hex2 > hi2)) | 
			  ((hex3 == hi3) & (hex2 == hi2) & (hex1 > hi1)) | 
			  ((hex3 == hi3) & (hex2 == hi2) & (hex1 == hi1) & (hex0 > hi0))) begin
				out3 = hex3;
				out2 = hex2;
				out1 = hex1;
				out0 = hex0;
			end
			else begin
				out3 = hi3;
				out2 = hi2;
				out1 = hi1;
				out0 = hi0;
			end
		end
	end
endmodule 
module compare_testbench();
	logic [3:0] hex0, hex1, hex2, hex3, hi0, hi1, hi2, hi3, out0, out1, out2, out3;
	logic reset;
	compare dut (.reset, .hex0, .hex1, .hex2, .hex3, .hi0, .hi1, .hi2, .hi3, .out0, .out1, .out2, .out3);
	initial begin
		hex0 = 4'b1001; hi0 = 4'b0101; 
		hex1 = 4'b1001; hi1 = 4'b0000; 
		hex2 = 4'b0000; hi2 = 4'b0000; 
		hex3 = 4'b1111; hi3 = 4'b0000; #10;
	   hex0 = 4'b1001; hi0 = 4'b1001; 
		hex1 = 4'b1001; hi1 = 4'b0000; 
		hex2 = 4'b0000; hi2 = 4'b0000; 
		hex3 = 4'b1111; hi3 = 4'b0000; #10;
	end
endmodule
```

## flow/run.sh

```bash
#!/bin/bash
# OpenROAD 26Q1-2900-gdf79404cd8, Yosys 0.63+post, stock flow scripts
make -C /OpenROAD-flow-scripts/flow DESIGN_CONFIG=/design/flow/config.mk WORK_HOME=/design/flow/orfs finish
```

## flow/config.mk

```make
export PLATFORM = sky130hd
export DESIGN_NAME = compare
export DESIGN_NICKNAME = compare
export VERILOG_FILES = /design/flow/design.v
export SDC_FILE = /design/flow/constraint.sdc
export NUM_CORES = 4
export LEC_CHECK = 1
export CORE_AREA = 10 10 70 70
export DIE_AREA = 0 0 80 80
```

## flow/constraint.sdc

```tcl
current_design compare

set clk_period 7.3
set clk_io_pct 0.2

create_clock -name clk0 -period $clk_period

set non_clock_inputs [all_inputs -no_clocks]
set_input_delay [expr $clk_period * $clk_io_pct] -clock clk0 $non_clock_inputs
set_output_delay [expr $clk_period * $clk_io_pct] -clock clk0 [all_outputs]
```

==> impl_metrics.py <==
# Auto-generated metrics
metrics = {
    "status": {
        "status": "completed",
    },
    "setup_path": {
        "end_kind": "output pin",
        "cp-start-kind": "input port",
        "worstPathMaxFanout": 9,
        "arrival_ns": 4.42,
        "path_class": "input port to output pin",
        "cp.required_ns": 5.84,
    },
    "final_timing": {
        "worst_pin_slew_ns": 0.751,
        "setup_violations": 0,
        "fin_tns_setup_ns": 0,
        "grt_setup_unrepaired": "no",
        "fin_crit_ns": 5.88,
        "finalCritPeriodShare": 0.806,
        "slew_headroom": 0.500,
        "max_freq_mhz": 170,
        "hold_viol": 0,
        "setup_slack_ns": 1.42,
        "slew_viol_final": 0,
    },
    "yosys": {
        "largest_area_cell": "ha_1",
        "ys_area_um2": 835,
        "yosysWarnings": 1,
        "netlist_area_um2": 835,
        "ys_types": 17,
        "ys_seq_share": 0,
        "avgSynthCellArea_um2": 7.80,
        "yosys-stat-cells": 107,
        "synth_cells": 107,
        "area_leaders": "ha_1 24%, nand2b_1 24%, mux2i_1 19%",
        "top_area_frac": 0.240,
    },
    "global_routing": {
        "grt_pass1_wl_um": 3860,
        "grt_max_degree": 33,
        "antenna_found_initial": 0,
        "grt_overflow_total": 0,
        "gr-usage-all-layers": 0.0700,
        "grt_pass1_vias": 876,
    },
    "route": {
        "num_antenna_cells": 0,
        "vias": 842,
        "drt_iter0_drc": 22,
        "ant_nets": 0,
        "drc": 0,
        "avgViaCountPerCell": 4.23,
        "dr.pass1.iters": 4,
        "wl_per_cell_um": 11.4,
        "drt-total-wl_um": 2260,
    },
    "pwr": {
        "p_clk_frac": 0,
        "leakagePower_nw": 0.628,
        "comb_power_share": 1.000,
        "ir_drop_v": 0.0000215,
        "p_sw_mw": 0.0308,
        "p_per_area_nw_per_um2": 63.8,
        "swShare": 0.354,
        "p_seq_frac": 0,
        "p_int_mw": 0.0562,
    },
    "flow_run": {
        "drv_cap": 0,
        "warning_count": 32,
    },
    "final_layout": {
        "area.growth.synth_to_final_pct": 63.4,
        "fill_cells": 358,
        "nFlopsAndLatches": 0,
        "final_core_util": 0.399,
        "drive_gt1_frac": 0.0523,
        "clkbuf_count": 0,
        "flop_area_um2": 0,
        "combGateArea_um2": 748,
    },
    "floorplanning": {
        "num_rows": 21,
        "initCoreUtil": 0.244,
        "core_area_um2": 3420,
        "die_area_um2": 6400,
        "fp.dieH_um": 80,
        "io_pins": 49,
        "die_x_um": 80,
    },
    "placed_design": {
        "numPortBuffers": 49,
        "hpwl_um": 2000,
        "gp_congestion": 0.742,
        "place_ws_ns": 1.38,
    },
    "clock_network": {
        "holdBufCountCts": 0,
        "cts_resized": 0,
        "post-cts-setup-buffers": 0,
    },
    "hold_path": {
        "hold_class": "input port to output pin",
    },
}
[metrics by stage]
stage | hold WS [ns] | power, mW | area (µm²) | cells
final | 3.88 | 0.0870 | 1360 | 199
after global routing | 3.92 | 0.0978 | 1360 | 199
after CTS | 3.89 | 0.0896 | 1360 | 199
after detailed placement | 3.88 | 0.0887 | 1360 | 199
after global placement | 3.89 | 0.0883 | 1360 | 199
after floorplan | 3.00 | 0.0432 | 835 | 107
[worst paths after layout]
check | depth (start not counted) | slack, ns | end | start
max | 10 | 1.42 | out2[2] | hi3[1]
min | 4 | 3.88 | out2[1] | hi2[1]
[layout make-up]
cell class         count  share of cell area
inverters             16              0.0440
multi-input cells     87               0.549
well taps             46              0.0422
repair buffers        50               0.365
[worst max-delay path, stage by stage]
cell             delay, ns
clkdlybuf4s50_1       0.48
inv_1                 0.05
ha_1                  0.27
nor2b_1               0.13
o211ai_1              0.15
a21oi_1               0.12
a2111oi_4             0.73
buf_4                 0.33
mux2i_1               0.21
clkdlybuf4s50_1       0.48
[cell usage in the layout (no fill, tap or decap)]
master	n
clkdlybuf4s50_1	49
nand2b_1	32
inv_1	16
mux2i_1	16
ha_1	16
a21oi_1	6
nor2b_1	4
o211ai_1	3
and4_4	2
nand4_1	2
o211ai_2	1
a21oi_2	1
and4_2	1
nand2_1	1
a211oi_2	1
a2111oi_4	1
buf_4	1
[kinds of logic (layout without fill, tap and decap cells)]
kind of cell / count (synthesis) / in the layout / share of synthesized area
AND/OR/NAND/NOR: 42 / 42 / 0.328
AND-OR/OR-AND: 13 / 13 / 0.136
multiplexers: 16 / 16 / 0.192
buffers and inverters: 20 / 66 / 0.103
adder cells (fa/ha/maj): 16 / 16 / 0.240
[synth_stat cells]
library cell and n:
a2111oi_4 1, a211oi_2 1, a21oi_1 6, a21oi_2 1, and4_2 1, and4_4 2
buf_8 1, clkbuf_1 3, ha_1 16, inv_1 16, mux2i_1 16, nand2_1 1
nand2b_1 32, nand4_1 2, nor2b_1 4, o211ai_1 3, o211ai_2 1
[layer usage]
metal | share of wire | vias up | GRT usage
li1 | - | 458 | -
met1 | 0.47 | 354 | 0.0969
met2 | 0.44 | 30 | 0.112
met3 | 0.088 | 0 | 0.0182
met4 | 0 | 0 | 0
met5 | 0 | - | 0
[power groups by stage]
stage                 combinational [mW]  sequential, mW  clock (mW)
after CTS                         0.0896               0           0
final                             0.0870               0           0
after global routing              0.0978               0           0
Power is estimated from default activity; no workload was simulated.
