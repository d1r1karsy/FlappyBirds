$ cat flow/design.v
module seg7(bcd, leds); 
   input  logic  [3:0] bcd; 
   output logic  [6:0] leds; 
   always_comb begin 
      case (bcd) 
         4'b0000: leds = 7'b1000000;  
         4'b0001: leds = 7'b1111001;  
         4'b0010: leds = 7'b0100100;  
         4'b0011: leds = 7'b0110000;  
         4'b0100: leds = 7'b0011001;  
         4'b0101: leds = 7'b0010010;  
         4'b0110: leds = 7'b0000010;  
         4'b0111: leds = 7'b1111000;  
			4'b1000: leds = 7'b0000000;  
			4'b1001: leds = 7'b0010000;  
         default: leds = 7'bX; 
      endcase 
   end 
endmodule 
module seg7_testbench();
	logic [3:0] bcd;
	logic [6:0] leds;
	seg7 dut (.bcd, .leds);
	integer i;
	initial begin
		for(i = 0; i < 16; i++) begin
         bcd[3:0] = i; #10;
      end
	end
endmodule 
$ cat flow/run.sh
#!/bin/bash
# OpenROAD 26Q1-2900-gdf79404cd8, Yosys 0.63+post, stock flow scripts
make -C /OpenROAD-flow-scripts/flow DESIGN_CONFIG=/design/flow/config.mk WORK_HOME=/design/flow/orfs finish
$ cat flow/config.mk
export PLATFORM = sky130hd
export DESIGN_NAME = seg7
export DESIGN_NICKNAME = seg7
export VERILOG_FILES = /design/flow/design.v
export SDC_FILE = /design/flow/constraint.sdc
export NUM_CORES = 4
export LEC_CHECK = 1
export CORE_AREA = 10 10 70 70
export DIE_AREA = 0 0 80 80
$ cat flow/constraint.sdc
current_design seg7

set clk_period 1.6
set clk_io_pct 0.2

create_clock -name clk0 -period $clk_period

set non_clock_inputs [all_inputs -no_clocks]
set_input_delay [expr $clk_period * $clk_io_pct] -clock clk0 $non_clock_inputs
set_output_delay [expr $clk_period * $clk_io_pct] -clock clk0 [all_outputs]
==> results.yml <==
# generated from flow reports
synthesis:
  ys_chip_area_um2: 155
  yosysCellCount: 21
  yosys_warnings: 1
  netlist_instances: 21
  postSynthAreaPerCell_um2: 7.39
  syn_area_um2: 155
  yosys.stat.seqShare_pct: 0
  post_synth_num_cell_types: 10
final_timing:
  grt_setup_unrepaired: "false"
  setup_ws_ns: 0.0532
  setup_viol: 0
  clock.fmax_mhz: 646
  drv_slew: 0
  setup-tns-final_ns: 0
  timing.hold.ws_ns: 1.12
  max_slew.worst_pin.slew_ns: 0.194
  hold_viol_final: 0
  period_minus_slack_ns: 1.55
  slew_headroom_pct: 87.1
  post-route-period-util_pct: 96.7
setup_path:
  cp_max_fo: 3
  worstSetupPathType: "input port to output port"
  max_stage_delay_ns: 0.20
  worstPathRequired_ns: 1.28
  path_buffers: 3
  cpMaxStageDelayCell: "ha_4"
  endpoint_kind: "output port"
  start_kind: "input port"
  path_cells: "clkdlybuf4s15_2 -> inv_2 -> ha_4 -> nand2b_4 -> a21oi_2 -> dlygate4sd2_1"
  cp.arrival_ns: 1.23
  path_delay_family: "buffers and inverters"
placement:
  dp_hpwl_um: 496
  dpl-instance-area_um2: 360
  dp.cells: 83
  port_buffers: 11
  gp_congestion: 0.659
  place_worst_setup_slack_ns: -0.659
routing:
  dr.pass1.iters: 2
  diodes: 0
  avgRoutedWirePerCell_um: 6.92
  ant_nets: 0
  drc_errors: 0
  drt-initial-drc-count: 15
  viasPerCell: 2.27
  routed_wl_um: 574
  via_count: 188
finish:
  drive_gt1_share_pct: 56.8
  seqCellArea_um2: 0
  layout.cells.non_filler: 83
  nClkBuffers: 0
  stdcell_area_um2: 388
  fillerInstances: 397
  numSequentialCells: 0
  synthToLayoutAreaGrowth_pct: 150
power:
  irDropWorstVdd_mv: 0.0201
  powerDensity_nw_per_um2: 174
  p_leak_nw: 0.170
floorplan:
  die_height_um: 80
  initial_utilization_pct: 4.54
  rows: 21
  coreArea_um2: 3420
  fp.dieW_um: 80
  pin_count: 11
  chip_area_um2: 6400
job:
  warnings: 37
  cap_violations: 0
global_route:
  grt_pass1_wl_um: 897
  track_usage_pct: 1.69
  antenna_found_initial: 0
  grt_max_degree: 9
  grt_pass1_vias: 193
  overflow: 0
clock_tree:
  ctsHoldBuffers: 0
  post-cts-setup-buffer-count: 0
hold_path:
  hp-class: "input port to output port"
run_status:
  status: "complete, no violations"
## worst min-delay path: stages
cell      delay (ns)
buf_2           0.12
inv_2           0.09
buf_4           0.12
mux2i_1         0.06
clkbuf_2        0.10
## power breakdown
part / internal [mW] / leakage (nW) / switching [mW]
Sequential: 0 / 0 / 0
Combinational: 0.0397 / 0.170 / 0.0277
Clock: 0 / 0 / 0
Total: 0.0397 / 0.170 / 0.0277
## area by class of cell
| cell class | count | area [um2] | area share [%] |
|---|---|---|---|
| Inverter | 2 | 7.51 | 1.94 |
| Multi-Input combinational cell | 19 | 190 | 49.0 |
| Tap cell | 46 | 57.6 | 14.8 |
| Timing Repair Buffer | 16 | 133 | 34.2 |
## what timing repair did
action                                  CTS  global route
endpoints found under the setup margin    7             6
pin swaps                                 4             3
resized                                  22            12
## metal layers
| metal | routed length (um) | vias to the layer above | track usage [%] | share of wire (%) |
|---|---|---|---|---|
| met3 | 25 | 0 | 0.114 | 4.4 |
| met2 | 306 | 5 | 3.13 | 53 |
| met1 | 242 | 81 | 2.18 | 42 |
| li1 | - | 102 | - | - |
| met4 | 0 | 0 | 0 | 0 |
| met5 | 0 | - | 0 | 0 |
## stage by stage
step	power (mW)	utilization, %
finish	0.0674	11.4
global route	0.0756	11.4
CTS	0.0618	10.9
detailed placement	0.0656	10.5
global placement	0.0654	10.5
floorplan	0.0176	-
## path summary, 6_finish.rpt
| kind | start | slack [ns] | cells after the start | endpoint |
|---|---|---|---|---|
| max | bcd[1] | 0.05 | 6 | leds[3] |
| min | bcd[0] | 1.12 | 5 | leds[4] |
## cells in the mapped netlist
library cell  n  area share, %
ha_1          5             40
a21oi_1       4             13
inv_1         2            4.8
nand2_1       2            4.8
nand2b_1      2            8.1
or2_1         2            8.1
and2_1        1            4.0
mux2i_1       1            6.5
nor2b_2       1            5.6
nor3b_1       1            4.8
## cells in the final DEF, fill, tap and decap left out
master,n
dlygate4sd2_1,5
a21oi_2,4
ha_1,4
buf_4,4
inv_2,2
or2_1,2
clkdlybuf4s15_2,2
clkbuf_2,2
nand2_2,1
nor2b_2,1
mux2i_1,1
nand2b_1,1
nand2b_4,1
nor3b_2,1
and2_1,1
nand2_1,1
ha_4,1
buf_2,1
clkdlybuf4s15_1,1
buf_6,1
## cell families after synthesis
group	synth area share, %
fa+ha+maj	40.3
simple gates	35.5
buf+inv	4.84
mux	6.45
compound gates	12.9
Power and IR drop assume default switching activity.
